### design/flow/run.sh
#!/bin/bash
# OpenROAD 26Q1-2900-gdf79404cd8, Yosys 0.63+post, stock flow scripts
make -C /OpenROAD-flow-scripts/flow DESIGN_CONFIG=/design/flow/config.mk WORK_HOME=/design/flow/orfs finish
### design/flow/config.mk
export PLATFORM = sky130hd
export DESIGN_NAME = virtio_csr
export DESIGN_NICKNAME = virtio_csr
export VERILOG_FILES = /design/flow/design.v
export SDC_FILE = /design/flow/constraint.sdc
export NUM_CORES = 4
export LEC_CHECK = 1
export CORE_UTILIZATION = 40
export SYNTH_MEMORY_MAX_BITS = 65536
### design/flow/constraint.sdc
current_design virtio_csr

set clk_period 68.6
set clk_io_pct 0.2

create_clock -name clk0 -period $clk_period [get_ports {clk}]

set non_clock_inputs [all_inputs -no_clocks]
set_input_delay [expr $clk_period * $clk_io_pct] -clock clk0 $non_clock_inputs
set_output_delay [expr $clk_period * $clk_io_pct] -clock clk0 [all_outputs]
### design/flow/design.v
`timescale 1ns/1ps
(* DowngradeIPIdentifiedWarnings = "yes" *)
module virtio_csr (
  clk,
  rst,
  en,
  we,
  addr,
  din,
  dout
);
  (* X_INTERFACE_INFO = "xilinx.com:interface:bram:1.0 BRAM_PORTA CLK" *)
  input wire clk;
  (* X_INTERFACE_INFO = "xilinx.com:interface:bram:1.0 BRAM_PORTA RST" *)
  input wire rst;
  (* X_INTERFACE_INFO = "xilinx.com:interface:bram:1.0 BRAM_PORTA EN" *)
  input wire en;
  (* X_INTERFACE_INFO = "xilinx.com:interface:bram:1.0 BRAM_PORTA WE" *)
  input wire [3 : 0] we;
  (* X_INTERFACE_INFO = "xilinx.com:interface:bram:1.0 BRAM_PORTA ADDR" *)
  input wire [31 : 0] addr;
  (* X_INTERFACE_INFO = "xilinx.com:interface:bram:1.0 BRAM_PORTA DIN" *)
  input wire [31 : 0] din;
  (* X_INTERFACE_PARAMETER = "XIL_INTERFACENAME BRAM_PORTA, MEM_SIZE 4096, MEM_WIDTH 32, MEM_ECC NONE, MASTER_TYPE BRAM_CTRL, READ_WRITE_MODE READ_WRITE, READ_LATENCY 1" *)
  (* X_INTERFACE_INFO = "xilinx.com:interface:bram:1.0 BRAM_PORTA DOUT" *)
  output wire [31 : 0] dout;
  parameter NB_COL = 4;                            
  parameter COL_WIDTH = 8;                         
  parameter RAM_DEPTH = 128;                       
  parameter RAM_PERFORMANCE = "LOW_LATENCY";       
  parameter INIT_FILE = "";                        
  wire [clogb2(RAM_DEPTH-1)-1:0] addra;   
  wire [(NB_COL*COL_WIDTH)-1:0] dina;     
  wire clka;                            
  wire [NB_COL-1:0] wea;                
  wire ena;                             
  wire rsta;                            
  wire regcea;                          
  wire [(NB_COL*COL_WIDTH)-1:0] douta;           
  reg [(NB_COL*COL_WIDTH)-1:0] csr_reg_file [RAM_DEPTH-1:0];
  reg [(NB_COL*COL_WIDTH)-1:0] csr_reg = {(NB_COL*COL_WIDTH){1'b0}};
  generate
    if (INIT_FILE != "") begin: use_init_file
      initial
        $readmemh(INIT_FILE, csr_reg_file, 0, RAM_DEPTH-1);
    end else begin: init_bram_to_zero
      integer ram_index;
      initial
        for (ram_index = 0; ram_index < RAM_DEPTH; ram_index = ram_index + 1)
          csr_reg_file[ram_index] = {(NB_COL*COL_WIDTH){1'b0}};
    end
  endgenerate
  always @(posedge clka)
    if (ena) begin
      csr_reg <= csr_reg_file[addra];
    end
  generate
  genvar i;
     for (i = 0; i < NB_COL; i = i+1) begin: byte_write
       always @(posedge clka)
         if (ena)
           if (wea[i])
             csr_reg_file[addra][(i+1)*COL_WIDTH-1:i*COL_WIDTH] <= dina[(i+1)*COL_WIDTH-1:i*COL_WIDTH];
      end
  endgenerate
  generate
    if (RAM_PERFORMANCE == "LOW_LATENCY") begin: no_output_register
       assign douta = csr_reg;
    end else begin: output_register
      reg [(NB_COL*COL_WIDTH)-1:0] douta_reg = {(NB_COL*COL_WIDTH){1'b0}};
      always @(posedge clka)
        if (rsta)
          douta_reg <= {(NB_COL*COL_WIDTH){1'b0}};
        else if (regcea)
          douta_reg <= csr_reg;
      assign douta = douta_reg;
    end
  endgenerate
  function integer clogb2;
    input integer depth;
      for (clogb2=0; depth>0; clogb2=clogb2+1)
        depth = depth >> 1;
  endfunction
  reg [7:0] csr_reg_12B1;            
  always @(posedge clk or posedge rst) begin
    if (rst) begin
      csr_reg_12B1 <= 8'h00;
    end else begin
      csr_reg_12B1 <= (addr == 'h10 && en && we == 'b0100)? din[23:16]: csr_reg_12B1;
    end 
  end
  wire csr_drv_ok      = csr_reg_12B1[2];
  wire csr_rst         = (addr == 'h10 && en && we == 'b0100 && din[23:16] == 8'h00)? 1'b1: 1'b0;
  reg [15:0] csr_reg_0eB2;           
  always @(posedge clk or posedge rst) begin
    if (rst) begin
      csr_reg_0eB2    <= 16'h0000;
    end else begin
      csr_reg_0eB2               <= (addr == 'h0c && en && we == 'b1100)? din[31:16]: csr_reg_0eB2;
    end 
  end
  reg [31:0] csr_reg_08B4 [3-1:0];   
  always @(posedge clk) begin
    if (csr_rst) begin               
      csr_reg_08B4[0] <= 32'h00000000;
      csr_reg_08B4[1] <= 32'h00000000;
      csr_reg_08B4[2] <= 32'h00000000;
    end else begin
      csr_reg_08B4[csr_reg_0eB2] <= (addr == 'h08 && en && we == 'b1111)? din[31: 0]: csr_reg_08B4[csr_reg_0eB2];
    end 
  end
  wire csr_access_08B4 = (addr == 'h08)? 1'b1: 1'b0;
  reg [15:0] csr_reg_10B2;           
  always @(posedge clk or posedge rst) begin
    if (rst) begin
      csr_reg_10B2 <= 8'h00;
    end else begin
      csr_reg_10B2 <= (addr == 'h10 && en && we == 'b0011)? din[15:0]: csr_reg_10B2;
    end 
  end
  wire csr_access_10B2 = (addr == 'h10 && en && we == 'b0011)? 1'b1: 1'b0;
  reg [15:0] csr_reg_14B2;            
  always @(posedge clk or posedge rst) begin
    if (rst) begin
      csr_reg_14B2 <= 16'h0000;
    end else begin
      csr_reg_14B2 <= (addr == 'h14 && en && we == 'b0011)? din[15:0]: csr_reg_14B2;
    end 
  end
  reg [15:0] csr_reg_16B2 [3-1:0];    
  always @(posedge clk) begin
    if (csr_rst) begin                
      csr_reg_16B2[0] <= 16'h0000;
      csr_reg_16B2[1] <= 16'h0000;
      csr_reg_16B2[2] <= 16'h0000;
    end else begin
      csr_reg_16B2[csr_reg_0eB2] <= (addr == 'h14 && en && we == 'b1100)? din[31:16]: csr_reg_16B2[csr_reg_0eB2];
    end 
  end
  wire csr_access_14B4 = (addr == 'h14)? 1'b1: 1'b0;
  assign rsta = rst;
  assign clka = clk;
  assign ena = en;
  assign wea = we;
  assign addra = addr;
  assign dina = din;
  assign dout = (csr_access_08B4)?  csr_reg_08B4[csr_reg_0eB2]:
	       ((csr_access_14B4)? {csr_reg_16B2[csr_reg_0eB2], csr_reg_14B2}:
	        douta);  
endmodule
==> impl_metrics.py <==
# Generated from Yosys and OpenROAD reports
metrics = {
    "clocking": {
        "cts_hold_buf": 0,
        "clk_latency_ps": 1000,
        "root_buffer": "clkbuf_16",
        "numCtsBuffers": 436,
        "clkSinkCount": 4338,
        "cts_tree": "built",
        "htree_levels": 5,
        "ctsResizeCount": 0,
        "clock_path_buffers": 4,
        "clk_pin_slew_ps": 60,
        "post_cts_buffers": 0,
    },
    "critical_path": {
        "crit_path_start": "addr[1]",
        "cp-end-kind": "output pin",
        "r2r-end": "csr_reg[25]",
        "crit_fanout": 64,
        "crit_path_start_kind": "input port",
        "reg2reg_setup_slack_ps": 65740,
        "crit_type": "in2out",
        "crit_required_ps": 54880,
        "worstRegToRegCells": 4,
        "crit_arrival_ps": 17060,
        "rr_startpoint": "csr_reg_file[119][25]",
        "cp-endpoint": "dout[12]",
    },
    "sta": {
        "relSlewSlack": 0.235,
        "finalCritPeriodShare": 0.449,
        "fin_ws_ps": 37820,
        "setup_tns_ps": 0,
        "fin_skew_ps": 79.8,
        "hold_viol": 0,
        "setup_viol": 0,
        "rsz0062_at_grt": "false",
        "period_needed_ps": 30780,
        "clock.fmax_mhz": 32.5,
        "finalMaxSlewViolations": 0,
        "tightest_slew_ps": 1140,
    },
    "power": {
        "swShare": 0.211,
        "fin_total_pwr_mw": 5.51,
        "cellLeakagePower_nw": 59.3,
        "intPower_mw": 4.35,
        "power_frac_seq": 0.531,
        "power_density_nw_per_um2": 28.8,
        "power_frac_comb": 0.049,
        "power_frac_clock": 0.420,
        "peakVddDrop_uv": 29.5,
        "p_sw_mw": 1.16,
    },
    "worst_hold_path": {
        "hold_start": "csr_reg_14B2[5]",
        "min_path_type": "reg2reg",
    },
    "synthesis": {
        "yosys_cells": 7272,
        "netlist_instances": 7272,
        "yosysWarningCount": 1,
        "netlist_area_um2": 169000,
        "ys_chip_area_um2": 169000,
        "synth_area_per_cell_um2": 23.2,
        "ys_types": 34,
        "ys_ff": 4338,
        "postSynthSeqShare": 0.772,
    },
    "status": {
        "outcome": "completed",
    },
    "floorplan": {
        "die_y_um": 651,
        "die_x_um": 651,
        "chip_area_um2": 424000,
        "fp_util": 0.403,
        "top_level_ports": 103,
        "core_um2": 418000,
        "num_rows": 237,
    },
    "routing": {
        "avgRoutedWirePerCell_um": 32.7,
        "detail-route-antenna-nets": 0,
        "vias": 78000,
        "wirelength_um": 447000,
        "drc": 0,
        "dr.pass1.iters": 6,
        "viasPerCell": 5.71,
        "drt_iter0_markers": 5667,
    },
    "cells_and_area": {
        "area_delta_synth_final_pct": 13.7,
        "regMostFlops": "csr_reg_file",
        "lay_top_count": "edfxtp_1",
        "reg_top3": "csr_reg_file x4096, csr_reg_08B4 x128, csr_reg_16B2 x64",
        "final_core_util": 0.458,
        "drive_gt1_frac": 0.304,
        "largest_register_ffs": 4096,
        "lay_top_cells": "edfxtp_1, mux4_2, nor2_1, clkbuf_16, buf_4",
        "fill_cells": 33600,
    },
    "global_route": {
        "first_global_vias": 86500,
        "grt-ovfl-total": 0,
        "grt_max_degree": 108,
        "grt_util_all_layers": 0.235,
        "antenna_found_initial": 31,
        "grt_pass1_wl_um": 638000,
    },
    "placed_design": {
        "place_ws_ps": 37870,
        "portBuffers": 102,
        "dp_hpwl_um": 290000,
        "place.gp.congestion": 0.912,
    },
    "run": {
        "warnings": 30,
        "cap_violations": 0,
    },
}
-- Yosys cell counts (all sizes together) --
cell,instances,share of area
and2,4,0.00015
or2,1,0.000037
a21oi,48,0.0014
o211ai,3,0.00013
mux2,50,0.0033
nand3,20,0.00059
and3,3,0.00011
dfrtp,18,0.0027
nor2b,2,0.000074
nor3,11,0.00039
nand4,4,0.00015
or4,1,0.000045
nand2,184,0.0041
inv,36,0.00080
nand2b,4,0.00015
mux2i,64,0.0038
mux4,1392,0.19
nor2,620,0.014
nor4b,3,0.00032
clkbuf,283,0.0063
nor3b,2,0.00012
edfxtp,4320,0.77
o21ai,51,0.0015
buf,139,0.0037
nor4,7,0.00030
and4,2,0.00010
-- worst max-delay path, cell delays in order --
cell and delay (ps):
buf_8 390, buf_4 350, buf_4 490, nor3_4 80, buf_4 230, nand2_1 480, nor3_2 70, buf_4 300
o21ai_0 310, clkdlybuf4s50_1 520
-- power groups by stage --
| stage | Sequential, mW | Clock, mW | Combinational, mW |
|---|---|---|---|
| after global routing | 2.93 | 2.45 | 0.286 |
| final | 2.93 | 2.31 | 0.268 |
| after CTS | 2.93 | 2.35 | 0.271 |
-- layer usage --
layer / up-vias / track usage / share of wire
met5: - / 0.0217 / 0.0019
met4: 46 / 0.0734 / 0.040
met3: 764 / 0.196 / 0.19
met2: 5225 / 0.339 / 0.47
met1: 40100 / 0.264 / 0.30
li1: 31800 / - / -
-- area by class of cell --
| cell class | count | area, µm² | area share |
|---|---|---|---|
| Antenna cell | 46 | 115 | 0.000601 |
| Tap cell | 5497 | 6880 | 0.0359 |
| Clock inverter | 262 | 2530 | 0.0132 |
| Sequential cell | 4338 | 130000 | 0.679 |
| Timing Repair Buffer | 465 | 3740 | 0.0195 |
| Clock buffer | 536 | 11400 | 0.0595 |
| Multi-Input combinational cell | 2476 | 36600 | 0.191 |
| Inverter | 36 | 135 | 0.000705 |
-- cells by family (layout without fill, tap and decap cells) --
group	after synthesis	in the layout	synth area share
multiplexers	1506	1506	0.193
AND/OR/NAND/NOR	868	868	0.0204
AND-OR/OR-AND	102	102	0.00307
buffers and inverters	458	1299	0.0108
other	0	46	0
flip-flops	4338	4338	0.772
-- metrics by stage --
step           hold slack, ps  instances  instance area [µm²]
2_1_floorplan             480       7272               169000
3_3_place_gp              506      12800               178000
3_5_place_dp              496      12800               178000
4_1_cts                   509      13600               191000
5_1_grt                   528      13600               192000
6_report                  509      13700               192000
-- worst min-delay path by stage --
stage | end | slack (ps) | cells past startpoint
after CTS | csr_reg_14B2[5] | 510 | 1
after global routing | csr_reg_14B2[13] | 530 | 1
final | csr_reg_14B2[5] | 510 | 1
Power and IR drop assume default switching activity.
